`./run.sh`:
```
#!/bin/bash
# OpenROAD 26Q1-2900-gdf79404cd8, Yosys 0.63+post, stock flow scripts
make -C /OpenROAD-flow-scripts/flow DESIGN_CONFIG=/design/flow/config.mk WORK_HOME=/design/flow/orfs finish
```
`./config.mk`:
```
export PLATFORM = sky130hd
export DESIGN_NAME = uart_top
export DESIGN_NICKNAME = uart_top
export VERILOG_FILES = /design/flow/design.v
export SDC_FILE = /design/flow/constraint.sdc
export NUM_CORES = 4
export LEC_CHECK = 1
export CORE_UTILIZATION = 50
```
`./constraint.sdc`:
```
current_design uart_top

set clk_period 2.2
set clk_io_pct 0.2

create_clock -name clk0 -period $clk_period [get_ports {clk}]

set non_clock_inputs [all_inputs -no_clocks]
set_input_delay [expr $clk_period * $clk_io_pct] -clock clk0 $non_clock_inputs
set_output_delay [expr $clk_period * $clk_io_pct] -clock clk0 [all_outputs]
```
`./design.v`:
```
module baud_gen #(parameter THRESHOLD = 10) (
    input  clk,           
    input  reset,         
    output reg tick       
);
    reg [15:0] counter;
    always @(posedge clk) begin
        if (reset) begin
            counter <= 0;
            tick    <= 0; 
        end else if (counter == THRESHOLD - 1) begin
            tick    <= 1; 
            counter <= 0;
        end else begin
            tick    <= 0; 
            counter <= counter + 1;
        end
    end
endmodule
module uart_tx (
    input  clk,         
    input  reset,       
    input  tick,          
    input  start,         
    input  [7:0] data,    
    output reg tx_pin,    
    output reg active     
);
    localparam IDLE  = 2'b00, 
               START = 2'b01, 
               DATA  = 2'b10, 
               STOP  = 2'b11;
    reg [1:0] state;
    reg [3:0] s_count;    
    reg [2:0] b_count;    
    reg [7:0] b_reg;      
    always @(posedge clk) begin
        if (reset) begin
            state   <= IDLE; 
            tx_pin  <= 1'b1;  
            active  <= 0; 
            s_count <= 0; 
            b_count <= 0; 
            b_reg   <= 0;
        end else begin
            case (state)
                IDLE: begin
                    tx_pin <= 1; 
                    active <= 0;
                    if (start) begin 
                        b_reg   <= data; 
                        state   <= START; 
                        s_count <= 0; 
                    end
                end
                START: begin
                    active <= 1; 
                    tx_pin <= 0;  
                    if (tick) begin
                        if (s_count == 15) begin 
                            state   <= DATA; 
                            s_count <= 0; 
                            b_count <= 0; 
                        end else begin
                            s_count <= s_count + 1;
                        end
                    end
                end
                DATA: begin
                    tx_pin <= b_reg[b_count];  
                    if (tick) begin
                        if (s_count == 15) begin
                            s_count <= 0;
                            if (b_count == 7) begin
                                state <= STOP;
                            end else begin
                                b_count <= b_count + 1;
                            end
                        end else begin
                            s_count <= s_count + 1;
                        end
                    end
                end
                STOP: begin
                    tx_pin <= 1;  
                    if (tick) begin
                        if (s_count == 15) begin
                            state <= IDLE;
                        end else begin
                            s_count <= s_count + 1;
                        end
                    end
                end
            endcase
        end
    end
endmodule
module uart_rx (
    input  clk,           
    input  reset,         
    input  s_tick,        
    input  rx_pin,        
    output reg [7:0] data,   
    output reg rx_done    
);
    localparam IDLE  = 2'b00, 
               START = 2'b01, 
               DATA  = 2'b10, 
               STOP  = 2'b11;
    reg [1:0] state;
    reg [3:0] s_count;    
    reg [2:0] b_count;    
    reg [7:0] b_reg;      
    always @(posedge clk) begin
        if (reset) begin
            state   <= IDLE; 
            rx_done <= 0; 
            data    <= 0;
            s_count <= 0; 
            b_count <= 0; 
            b_reg   <= 0;
        end else begin
            rx_done <= 0;
            case (state)
                IDLE: begin
                    if (rx_pin == 0) begin  
                        state   <= START; 
                        s_count <= 0; 
                    end
                end
                START: begin
                    if (s_tick) begin
                        if (s_count == 7) begin 
                            state   <= DATA; 
                            s_count <= 0; 
                            b_count <= 0; 
                        end else begin
                            s_count <= s_count + 1;
                        end
                    end
                end
                DATA: begin
                    if (s_tick) begin
                        if (s_count == 15) begin
                            s_count <= 0;
                            b_reg   <= {rx_pin, b_reg[7:1]};  
                            if (b_count == 7) begin
                                state <= STOP;
                            end else begin
                                b_count <= b_count + 1;
                            end
                        end else begin
                            s_count <= s_count + 1;
                        end
                    end
                end
                STOP: begin
                    if (s_tick) begin
                        if (s_count == 15) begin 
                            data    <= b_reg;    
                            rx_done <= 1;        
                            state   <= IDLE; 
                        end else begin
                            s_count <= s_count + 1;
                        end
                    end
                end
            endcase
        end
    end
endmodule
module uart_top (
    input  clk, 
    input  reset, 
    input  start,
    input  [7:0] tx_data,
    output [7:0] rx_data,
    output rx_done, 
    output tx_wire
);
    wire baud_tick;
    baud_gen #(.THRESHOLD(10)) b_gen (
        .clk(clk), 
        .reset(reset), 
        .tick(baud_tick)
    );
    uart_tx tx_u (
        .clk(clk), 
        .reset(reset), 
        .tick(baud_tick), 
        .start(start), 
        .data(tx_data), 
        .tx_pin(tx_wire)
    );
    uart_rx rx_u (
        .clk(clk), 
        .reset(reset), 
        .s_tick(baud_tick), 
        .rx_pin(tx_wire), 
        .data(rx_data), 
        .rx_done(rx_done)
    );
endmodule
```
==> flow_summary.json <==
{
  "ys_cells": 307,
  "hold_viol": 0,
  "grtUsageTotal": 0.1914,
  "crit_fanout": 8,
  "drive_gt1_frac": 0.1195,
  "worst_pin_slew_ns": 0.7119,
  "io_pins": 21,
  "ys_types": 54,
  "rows": 27,
  "met1Wirelength_mm": 2.707,
  "port-buffer-count": 20,
  "core_util_floorplan": 0.5185,
  "outcome": "completed",
  "worstSkewPairLatency_ns": 0.34,
  "synth_flops": 65,
  "instances_no_fill": 415,
  "syn_area_um2": 2838,
  "topRoutingLayerUsed": "met4",
  "cp.depth": 5,
  "path_delay_family": "simple AND/OR/NAND/NOR gates",
  "cap_violations": 0,
  "critPathBufInv": 0,
  "cts_buffers": 9,
  "cts_hold_buf": 0,
  "synth_area_per_cell_um2": 9.243,
  "max_freq_mhz": 519.0,
  "yosysChipArea_um2": 2838,
  "warnings": 27,
  "path_class": "flip-flop to flip-flop",
  "synth_top_cell_by_count": "dfxtp_1",
  "holdCritPathClass": "flip-flop to flip-flop",
  "wl_per_cell_um": 12.80,
  "grt_start_max_net_pins": 17,
  "drcViolationCount": 0,
  "fp.dieW_um": 77.34,
  "rsz0062_at_grt": "false",
  "area_leaders": "dfxtp_1 46%, a21oi_1 4.6%, nor2_1 4.2%, nand2_1 3.7%, ha_1 3.5%",
  "synth_seq_share": 0.4586,
  "grt_pass1_wl_mm": 9.239,
  "cts_buffer_depth": 2,
  "wl_mm": 5.311,
  "drtIter0Drc": 71,
  "worstRegToRegCells": 5,
  "total_power_mw": 2.602,
  "slowest_delay_ns": 0.70,
  "clockRootBuffer": "clkbuf_8",
  "slew_headroom": 0.5212,
  "edf_count": 0,
  "ir_drop_v": 0.0006113,
  "cts_tree": "built",
  "fin_skew_ns": 0.01177,
  "syn_inst": 307,
  "routed-via-count": 2303,
  "gp_congestion": 0.8400,
  "path_cells": "ha_1 -> nand3_1 -> a21boi_0 -> or4b_2 -> a31oi_1",
  "yosys_warnings": 3,
  "max_flop_register": "b_gen.counter",
  "critPathCaptureType": "flip-flop",
  "wl_met2_mm": 2.348,
  "h-tree-depth": 3,
  "pwr_density_cell_nw_per_um2": 767.6,
  "dpl.hpwl_mm": 3.499,
  "synthFlopType": "dfxtp_1",
  "die_h_um": 77.34,
  "place_inst": 399,
  "startpoint_type": "flip-flop",
  "area_growth_pct": 19.44,
  "grt_antenna_before_repair": 0,
  "final-max-slew-violation-count": 0,
  "postSynth.asyncResetShare": 0,
  "largest_area_cell": "dfxtp_1",
  "dr.pass1.iters": 4,
  "setup_tns_ns": 0,
  "power_leakage_nw": 1.289,
  "common_cells": "65 x dfxtp_1, 32 x nor2_1, 28 x nand2_1",
  "post_cts_resized": 0,
  "cp_data_required_time_ns": 2.47,
  "largest_reg_flops": 16,
  "post-route-min-period_ns": 1.927,
  "via_per_inst": 5.549,
  "dr_wl_met3_um": 155,
  "worstPathArrival_ns": 2.20,
  "core_area_um2": 5473,
  "top_area_frac": 0.4586,
  "grt_remaining_overflow": 0,
  "path_clk_slew_ns": 0.08,
  "grt_pass1_vias": 2093,
  "post_cts_buffers": 0,
  "num_antenna_cells": 0,
  "setup_viol": 0,
  "chipArea_um2": 5981,
  "min_path_cells": 2,
  "clock-sinks": 65,
  "slowest_stage": "or4b_2",
  "ant_nets": 0,
  "period_used_share": 0.8758
}
-- final cells by class --
type	count	area, µm²
Multi-Input combinational cell	223	1434
Sequential cell	65	1301
Clock inverter	5	102.6
Fill cell	482	2083
Tap cell	72	90.09
Inverter	6	22.52
Clock buffer	11	141.4
Timing Repair Buffer	33	297.8
-- cells by family (layout without fill, tap and decap cells) --
| logic type | count (synthesis) | in the layout | synth area share |
|---|---|---|---|
| AND-OR/OR-AND | 65 | 65 | 0.1499 |
| XOR/XNOR | 9 | 9 | 0.02778 |
| adder cells (fa/ha/maj) | 8 | 8 | 0.03527 |
| buffers and inverters | 19 | 55 | 0.03615 |
| flip-flops | 65 | 65 | 0.4586 |
| multiplexers | 14 | 14 | 0.05952 |
| AND/OR/NAND/NOR | 127 | 127 | 0.2328 |
-- power by group --
| part | leakage, nW | switching [mW] | internal, mW |
|---|---|---|---|
| sequential | 0.527 | 0.0192 | 1.20 |
| combinational | 0.642 | 0.0800 | 0.0750 |
| clock | 0.120 | 0.444 | 0.782 |
-- through the flow --
stage / hold slack [ns] / util / setup WS [ns] / cell area (µm²)
finish: 0.4559 / 0.6193 / 0.2733 / 3390
CTS: 0.4564 / 0.6193 / 0.3104 / 3390
floorplan: 0.4259 / - / 0.4907 / 2838
global placement: 0.4444 / 0.5748 / 0.03379 / 3146
detailed placement: 0.4474 / 0.5748 / 0.01318 / 3146
global route: 0.4731 / 0.6193 / 0.1869 / 3390
-- worst register-to-register path, cell delays in order (launching register included) --
cell      delay [ns]
dfxtp_1         0.33
ha_1            0.27
nand3_1         0.14
a21boi_0        0.25
or4b_2          0.70
a31oi_1         0.17
-- layer usage --
layer  vias to the layer above  track usage
met5                         -            0
met4                         0      0.04151
met3                         8      0.02987
met2                        28       0.2965
met1                      1079       0.2925
li1                       1188            -
-- final timing paths --
path / startpoint / endpoint / slack [ns]
max: rx_u.s_count[0] / rx_u.s_count[3] / 0.27
min: tx_u.b_reg[1] / tx_u.b_reg[1] / 0.46
max reg2reg: rx_u.s_count[0] / rx_u.s_count[3] / 0.27
min reg2reg: tx_u.b_reg[1] / tx_u.b_reg[1] / 0.46
-- cells in the final DEF (no fill, tap or decap), drive strengths merged, types with 4 or more instances in the layout --
cell type      count
a21oi             26
a22o               8
and3               4
buf               13
clkbuf            11
clkdlybuf4s50     20
dfxtp             65
ha                 8
inv                6
mux2i              9
nand2             28
nand3             17
nand4              9
nor2              32
nor3               5
nor4               4
o21ai             11
o31ai              4
or3                6
or4                5
xnor2              4
xor2               5
No activity file was given, so power comes from the tool's default toggle rates.
